`./config.mk`:
```
export PLATFORM = sky130hd
export DESIGN_NAME = alutoncontrol
export DESIGN_NICKNAME = alutoncontrol
export VERILOG_FILES = /design/flow/design.v
export SDC_FILE = /design/flow/constraint.sdc
export NUM_CORES = 4
export LEC_CHECK = 1
export CORE_AREA = 10 10 70 70
export DIE_AREA = 0 0 80 80
```
`./constraint.sdc`:
```
current_design alutoncontrol

set clk_period 1.9
set clk_io_pct 0.2

create_clock -name clk0 -period $clk_period

set non_clock_inputs [all_inputs -no_clocks]
set_input_delay [expr $clk_period * $clk_io_pct] -clock clk0 $non_clock_inputs
set_output_delay [expr $clk_period * $clk_io_pct] -clock clk0 [all_outputs]
```
`./design.v`:
```
module alutoncontrol (
    input [1:0] aluop,
    input [5:0] funct,
    output reg [2:0] alucont
);
    always @(*) begin
        case (aluop)
            2'b00: alucont <= 3'b010;  
            2'b01: alucont <= 3'b110;  
            2'b10: begin
                case (funct)
                    6'b100000: alucont <= 3'b010;  
                    6'b100010: alucont <= 3'b110;  
                    6'b100100: alucont <= 3'b000;  
                    6'b100101: alucont <= 3'b001;  
                    6'b101010: alucont <= 3'b111;  
                    default: alucont <= 3'bxxx;    
                endcase
            end
            default: alucont <= 3'bxxx;  
        endcase
    end
endmodule
```
`./run.sh`:
```
#!/bin/bash
# OpenROAD 26Q1-2900-gdf79404cd8, Yosys 0.63+post, stock flow scripts
make -C /OpenROAD-flow-scripts/flow DESIGN_CONFIG=/design/flow/config.mk WORK_HOME=/design/flow/orfs finish
```
==> ci_impl_report.md <==
### Metrics collected by this job

| Metric | Value |
|---|---|
| Outcome | finished, final reports clean |
| Worst setup path startpoint | funct[4] |
| Fraction of final layout cells with drive strength greater than 1 | 50.0% |
| Count of clock-net buffers in the final layout | 0 |
| Critical path cell sequence | clkdlybuf4s50_1 > nand4bb_1 > buf_4 > o22ai_2 > buf_2 |
| Number of cell instances after yosys synthesis | 15 |
| Pin count of the biggest net entering global routing | 5 |
| Number of cells on the critical path | 5 |
| Global route overflow | 0 |
| Tcrit/Tclk final | 97.3% |
| Post-place setup slack | -0.593 ns |
| DIE AREA | 0.00640 mm² |
| Signed area change from the synthesized netlist to the final layout | 189% |
| Vias after detailed routing | 168 |
| Chip area in the Yosys report | 119 µm² |
| Most frequent cells after synthesis | 3 x inv_1, 2 x ha_1, 2 x nand4bb_1 |
| Initial antenna violation count | 0 |
| Number of diodes added for antenna fixing | 0 |
| Shortest period the worst path allows | 1.85 ns |
| Number of buffers inserted by port buffering | 11 |
| Post-detailed-routing wire length | 610 µm |
| Core Area | 0.00342 mm² |
| First DRT Iteration DRCs | 15 |
| Register share after synthesis | 0% |
| Die H | 80 µm |
| All-Layer GR Usage | 1.80% |
| Count of flip-flops and latches | 0 |
| Area leader share | 21.1% |
| Critical path buffer and inverter count | 3 |
| Antenna Nets Post-Route | 0 |
| Largest cells by area after synthesis | ha_1 21%, nand4bb_1 19%, nand4bb_2 14%, inv_1 9.5%, nor4b_1 7.4% |
| Max-slew headroom | 87.7% |
| Global placement routability congestion | 0.593 |
| Drt first pass iters | 2 |
| Worst path top cell family by delay | buffers and inverters |
| Count of warnings emitted by yosys | 1 |
| Starting Density | 3.48% |
| Slew Limit Fails | 0 |
| Arr. time, crit path | 1.47 ns |
| Required arrival time at the worst endpoint | 1.52 ns |
| Endpoint class of the critical path | output pin |
| Mean instance size in the synthesized netlist | 7.92 µm² |
| Slowest library cell on the worst path | clkdlybuf4s50_1 |
| Final-report setup violation count | 0 |
| Synthesized area | 119 µm² |
| Worst setup margin | 0.0518 ns |
| Measured slew at the worst slew-check pin | 0.184 ns |
| Gate Count Post-Synth | 15 |
| Number of global-route vias before repair | 183 |
| Leak pwr | 0.124 nW |
| Number of fill cells | 398 |
| Total instance count after detailed placement | 75 |
| Post-synthesis cell type count | 11 |
| Worst setup path class | primary input to output pin |
| Highest Clock Rate | 541 MHz |
| Global-route wire length before repair | 931 µm |
| Power Total | 0.0000570 W |
| Register cell area after layout | 0 µm² |
| Detailed-placement wirelength estimate | 513 µm |
| Largest incremental delay on the critical path | 0.44 ns |
| Die span in x | 80 µm |
| Number of ports placed on the die boundary | 11 |
| Destination of the critical timing path | alucont[2] |
| Number of standard-cell rows in the floorplan | 21 |
| Highest ir drop seen on vdd | 0.0203 mV |
| Final instance area | 344 µm² |
| Tool warnings | 33 |
| Hold violation count in the final report | 0 |
| Class of the tightest hold or removal check | primary input to output pin |
| Total cell area at the placement stage | 309 µm² |
| Residual DRC | 0 |
| Routed wire per std cell | 8.03 µm |
| CP Max Fanout | 2 |
| Post-layout instance count excluding filler cells | 76 |
| Max Cap Viol | 0 |
| Library cell with the highest instance count after synthesis | inv_1 |
| Startpoint types | primary input |
| Via density per instance | 2.21 |
| Dominant cell type by area after synthesis | ha_1 |
| Pwr per Cell Area | 166 mW/mm² |
[worst min-delay path by stage]
stage	start	to	slack (ns)	cells past startpoint
after CTS	funct[1]	alucont[0]	1.40	4
after global routing	funct[0]	alucont[2]	1.26	4
final	funct[0]	alucont[2]	1.21	4
[timing repair]
action / 4_1_cts / 5_1_grt
gates resized: 14 / 8
endpoints found under the hold margin: 0 / 0
setup endpoints to repair: 3 / 3
pin swaps: 4 / 2
setup buffers: 1 / 0
hold buffers: 0 / 0
[power breakdown]
| part | switching, W | internal [W] | total [W] |
|---|---|---|---|
| clock network | 0 | 0 | 0 |
| registers | 0 | 0 | 0 |
| logic | 0.0000214 | 0.0000357 | 0.0000570 |
[kinds of logic (layout without fill, tap and decap cells)]
logic type	Yosys count	count (layout)	synth area share, %
and+or+nand+nor	7	7	54.7
AOI/OAI and AO/OA	3	3	14.7
buffers and inverters	3	18	9.47
adders and majority gates	2	2	21.0
[worst min-delay path, stage by stage]
cell and delay, ns:
dlymetal6s2s_1 0.13, or3b_4 0.14, o22ai_2 0.06, buf_2 0.11
[layout by cell type, fill, tap and decap left out, types with 2 or more instances in the layout]
| cell type | count |
|---|---|
| buf_4 | 4 |
| inv_1 | 2 |
| nand4bb_1 | 2 |
| clkdlybuf4s50_1 | 4 |
| clkbuf_2 | 2 |
| dlygate4sd2_1 | 2 |
[metrics by stage]
stage | hold WS (ns) | util [%] | setup TNS, ns
after floorplan | 0.791 | - | 0
after global placement | 1.79 | 9.05 | -1.61
after detailed placement | 1.79 | 9.05 | -1.69
after CTS | 1.40 | 9.85 | 0
after global routing | 1.26 | 10.1 | -0.00345
final | 1.21 | 10.1 | 0
[layout make-up]
cell class / instances / area (µm²) / share of cell area [%]
Inverter: 3 / 11.3 / 3.27
Multi-Input combinational cell: 12 / 150 / 43.6
Tap cell: 46 / 57.6 / 16.7
Timing Repair Buffer: 15 / 125 / 36.4
[routing by layer]
layer | GRT usage [%] | share of wire (%)
met5 | 0 | 0
met4 | 0 | 0
met3 | 0.909 | 12
met2 | 2.41 | 35
met1 | 2.64 | 52
No activity file was given, so power comes from the tool's default toggle rates.
