### flow/run.sh
#!/bin/bash
# OpenROAD 26Q1-2900-gdf79404cd8, Yosys 0.63+post, stock flow scripts
make -C /OpenROAD-flow-scripts/flow DESIGN_CONFIG=/design/flow/config.mk WORK_HOME=/design/flow/orfs finish
### flow/config.mk
export PLATFORM = sky130hd
export DESIGN_NAME = flopenr
export DESIGN_NICKNAME = flopenr
export VERILOG_FILES = /design/flow/design.v
export SDC_FILE = /design/flow/constraint.sdc
export NUM_CORES = 4
export LEC_CHECK = 1
export CORE_AREA = 10 10 70 70
export DIE_AREA = 0 0 80 80
### flow/constraint.sdc
current_design flopenr

set clk_period 1.0
set clk_io_pct 0.2

create_clock -name clk0 -period $clk_period [get_ports {clk}]

set non_clock_inputs [all_inputs -no_clocks]
set_input_delay [expr $clk_period * $clk_io_pct] -clock clk0 $non_clock_inputs
set_output_delay [expr $clk_period * $clk_io_pct] -clock clk0 [all_outputs]
### flow/design.v
module flopenr #(parameter WIDTH=8)
            (input clk, 
            input rst,
            input en,
            input [WIDTH-1:0] d,
            output reg [WIDTH-1:0] q);
    always @(posedge clk) begin
        if (rst) begin
            q <= 0;  
        end else if (en) begin
            q <= d;  
        end
    end
endmodule
==> out/metrics.cfg <==
[power_and_ir_drop]
intPower_w=0.000564
swShare_pct=19.2
power_switching_w=0.000134
total_power_w=0.000697
p_leak_nw=0.242
pwr_density_cell_mw_per_mm2=1210
pwr-share-comb_pct=17.1
power_frac_seq_pct=50.5
irDropWorstVdd_uv=236
clockPowerShare_pct=32.3

[worst_setup_path]
rr_startpoint=q[0]
crit_path_top_delay_cell=dfxtp_2
worstSetupPathType=reg -> out
cp_data_arrival_time_ps=740
rrSetupSlack_ps=240
crit_required_ps=800
endpoint=q[1]
worst-path-buf-inv=1
reg2reg_depth=3
path_delay_family=flip-flops
crit_path_start_kind=flip-flop
cp_max_fo=2
r2r_end=q[0]
startpoint=q[1]
slowest_delay_ps=330
worstPathCellList=clkdlybuf4s15_1
crit_path_end_kind=primary output
path_depth=1

[clock_tree]
clk_pin_slew_ps=50
cts_hold_buf=0
cts_inserted_buffers=3
cts_tree=done
htree_levels=1
cts_buffer_depth=2
cts.sinks=8
cts-root-buf=clkbuf_4
worstSkewPairLatency_ps=240

[layout]
regMostFlops=q
final_layout_size_suffix_gt1_share_pct=29.8
seq_area_um2=170
reg.largest.list=q x8
fillers=383
syn2layout_area_growth_pct=101
largest_register_ffs=8
comb_area_um2=114

[flow_run]
drv_cap=0
warnings=25

[floorplanning]
ios=19
placementRows=21
chipWidth_um=80
core_area_mm2=0.00342
initial_core_util_pct=8.35
die-area_mm2=0.00640
dieHeight_um=80

[logic_synthesis]
ys_ff=8
ys_types=5
synth_area_um2=285
netlist_instances=26
yosys_warnings=1
postSynthSeqShare_pct=56.1
synth.avg_cell_area_um2=11.0
ys_area_um2=285
ys_cells=26

[route]
drt-pass1-iter-count=2
n_antenna_cell=0
wl_per_cell_um=9.39
drcViolationCount=0
vias_per_cell=2.68
ant_nets=0
wl_um=873
drtIter0Drc=8
via_count=249

[timing]
fmax_mhz=1070
skew_ps=0
setup_tns_ps=0
finalCriticalPeriod_ps=936
rsz0062_at_grt=false
maxSlewHeadroom_pct=79.2
setup-violations-final=0
timing.final.ws_setup_ps=64.0
max_slew.worst_pin.slew_ps=311
slew_viol_final=0
fin_crit_sh_pct=93.6
finalHoldViolCount=0

[global_routing]
grt_pass1_vias=298
grt.total_usage_pct=2.60
grt_max_degree=9
antenna_found_initial=0
grt_pass1_wl_um=1330
grt-ovfl-total=0

[run_status]
outcome=finished, final reports clean

[placement]
place_congestion=0.664
dpl_worst_slack_ps=-224
port-buffer-count=18

[min_path]
hp-class=in -> reg

-- layout by cell type, fill, tap and decap left out --
cell type and instances:
buf_12 1, buf_4 1, clkbuf_4 3, clkdlybuf4s15_1 8, clkdlybuf4s50_1 9, dfxtp_2 8
dlymetal6s2s_1 1, mux2i_1 7, mux2i_2 1, nor2_1 8
-- cells in the mapped netlist, drive strengths merged --
cell | number | area, um2
buf | 2 | 15.0
mux2i | 8 | 80.1
nor2 | 8 | 30.0
dfxtp | 8 | 160
-- power groups by stage --
stage         registers (W)  clock network [W]  logic (W)
finish             0.000352           0.000226   0.000119
global route       0.000354           0.000258   0.000130
CTS                0.000353           0.000240   0.000116
-- metal layers --
metal | vias up | track usage (%) | part of all wire (%)
li1 | 127 | - | -
met1 | 118 | 1.87 | 28
met2 | 2 | 5.54 | 65
met3 | 2 | 1.25 | 5.8
met4 | 0 | 0.704 | 0.57
met5 | - | 0 | 0
-- worst register-to-register path, stage by stage (launching register included) --
cell and delay [ps]:
dfxtp_2 310, buf_4 120, mux2i_2 140, nor2_1 60
-- how the worst min path moves through the flow --
stage	startpoint	endpoint	cells past startpoint
5_1_grt	en	q[5]	4
4_1_cts	q[5]	q[5]	2
6_report	en	q[5]	4
-- per-stage QoR --
stage	instance area, um2	util (%)	instances	hold WS [ps]
5_1_grt	574	16.8	93	445
6_report	574	16.8	93	418
2_1_floorplan	285	-	26	347
4_1_cts	558	16.3	92	490
3_3_place_gp	528	15.5	89	488
3_5_place_dp	528	15.5	89	495
-- cell families (layout without fill, tap and decap cells) --
| group | count (synthesis) | in the layout | share of synthesized area [%] |
|---|---|---|---|
| multiplexers | 8 | 8 | 28.1 |
| flip-flops | 8 | 8 | 56.1 |
| AND/OR/NAND/NOR | 8 | 8 | 10.5 |
| buffers and inverters | 2 | 23 | 5.26 |
-- what timing repair did --
item,CTS,global route
setup buffers,0,1
cloned,0,0
setup endpoints to repair,8,7
resized,22,4
-- final cells by class --
cell class                 instances  area share (%)
sequential                         8            29.6
timing repair buffer              20            36.6
clock buffer                       3            3.92
multi-input combinational         16            19.8
tap                               46            10.0
Power and IR drop assume default switching activity.
